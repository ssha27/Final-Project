==> ./design.v <==
module PE(
  input [7:0] inp_north, inp_west,
  input clk, rst,
  output reg [7:0] outp_south, outp_east,
  output reg [15:0] result
);
  reg [15:0] internal;
  always @(posedge clk or posedge rst) begin
    if (rst) begin
      internal   <= 16'd0;
      outp_south <= 8'd0;
      outp_east  <= 8'd0;
      result     <= 16'd0;
    end else begin
      internal   <= internal + (inp_north * inp_west);
      outp_south <= inp_north;
      outp_east  <= inp_west;
      result     <= internal;
    end
  end
endmodule
module systolic_array(
  input [7:0] inp_west0, inp_west4, inp_west8, inp_west12, 
  input [7:0] inp_north0, inp_north1, inp_north2, inp_north3, 
  input clk, 
  input rst, 
  output [15:0] out00, out01, out02, out03, 
  output [15:0] out04, out05, out06, out07, 
  output [15:0] out08, out09, out10, out11, 
  output [15:0] out12, out13, out14, out15, 
  output reg done
);
  wire [7:0] s0_0, s0_1, s0_2, s0_3;
  wire [7:0] e0_0, e0_1, e0_2, e0_3;
  wire [15:0] r0_0, r0_1, r0_2, r0_3;
  wire [7:0] s1_0, s1_1, s1_2, s1_3;
  wire [7:0] e1_0, e1_1, e1_2, e1_3;
  wire [15:0] r1_0, r1_1, r1_2, r1_3;
  wire [7:0] s2_0, s2_1, s2_2, s2_3;
  wire [7:0] e2_0, e2_1, e2_2, e2_3;
  wire [15:0] r2_0, r2_1, r2_2, r2_3;
  wire [7:0] s3_0, s3_1, s3_2, s3_3;
  wire [7:0] e3_0, e3_1, e3_2, e3_3;
  wire [15:0] r3_0, r3_1, r3_2, r3_3;
  PE pe00 (
    .inp_north(inp_north0),
    .inp_west(inp_west0),
    .clk(clk),
    .rst(rst),
    .outp_south(s0_0),
    .outp_east(e0_0),
    .result(r0_0)
  );
  PE pe01 (
    .inp_north(inp_north1),
    .inp_west(e0_0),       
    .clk(clk),
    .rst(rst),
    .outp_south(s0_1),
    .outp_east(e0_1),
    .result(r0_1)
  );
  PE pe02 (
    .inp_north(inp_north2),
    .inp_west(e0_1),       
    .clk(clk),
    .rst(rst),
    .outp_south(s0_2),
    .outp_east(e0_2),
    .result(r0_2)
  );
  PE pe03 (
    .inp_north(inp_north3),
    .inp_west(e0_2),       
    .clk(clk),
    .rst(rst),
    .outp_south(s0_3),
    .outp_east(e0_3),
    .result(r0_3)
  );
  PE pe10 (
    .inp_north(s0_0),      
    .inp_west(inp_west4),
    .clk(clk),
    .rst(rst),
    .outp_south(s1_0),
    .outp_east(e1_0),
    .result(r1_0)
  );
  PE pe11 (
    .inp_north(s0_1),      
    .inp_west(e1_0),       
    .clk(clk),
    .rst(rst),
    .outp_south(s1_1),
    .outp_east(e1_1),
    .result(r1_1)
  );
  PE pe12 (
    .inp_north(s0_2),      
    .inp_west(e1_1),       
    .clk(clk),
    .rst(rst),
    .outp_south(s1_2),
    .outp_east(e1_2),
    .result(r1_2)
  );
  PE pe13 (
    .inp_north(s0_3),      
    .inp_west(e1_2),       
    .clk(clk),
    .rst(rst),
    .outp_south(s1_3),
    .outp_east(e1_3),
    .result(r1_3)
  );
  PE pe20 (
    .inp_north(s1_0),      
    .inp_west(inp_west8),
    .clk(clk),
    .rst(rst),
    .outp_south(s2_0),
    .outp_east(e2_0),
    .result(r2_0)
  );
  PE pe21 (
    .inp_north(s1_1),      
    .inp_west(e2_0),       
    .clk(clk),
    .rst(rst),
    .outp_south(s2_1),
    .outp_east(e2_1),
    .result(r2_1)
  );
  PE pe22 (
    .inp_north(s1_2),      
    .inp_west(e2_1),       
    .clk(clk),
    .rst(rst),
    .outp_south(s2_2),
    .outp_east(e2_2),
    .result(r2_2)
  );
  PE pe23 (
    .inp_north(s1_3),      
    .inp_west(e2_2),       
    .clk(clk),
    .rst(rst),
    .outp_south(s2_3),
    .outp_east(e2_3),
    .result(r2_3)
  );
  PE pe30 (
    .inp_north(s2_0),      
    .inp_west(inp_west12),
    .clk(clk),
    .rst(rst),
    .outp_south(s3_0),
    .outp_east(e3_0),
    .result(r3_0)
  );
  PE pe31 (
    .inp_north(s2_1),      
    .inp_west(e3_0),       
    .clk(clk),
    .rst(rst),
    .outp_south(s3_1),
    .outp_east(e3_1),
    .result(r3_1)
  );
  PE pe32 (
    .inp_north(s2_2),      
    .inp_west(e3_1),       
    .clk(clk),
    .rst(rst),
    .outp_south(s3_2),
    .outp_east(e3_2),
    .result(r3_2)
  );
  PE pe33 (
    .inp_north(s2_3),      
    .inp_west(e3_2),       
    .clk(clk),
    .rst(rst),
    .outp_south(s3_3),
    .outp_east(e3_3),
    .result(r3_3)
  );
  assign out00 = r0_0;
  assign out01 = r0_1;
  assign out02 = r0_2;
  assign out03 = r0_3;
  assign out04 = r1_0;
  assign out05 = r1_1;
  assign out06 = r1_2;
  assign out07 = r1_3;
  assign out08 = r2_0;
  assign out09 = r2_1;
  assign out10 = r2_2;
  assign out11 = r2_3;
  assign out12 = r3_0;
  assign out13 = r3_1;
  assign out14 = r3_2;
  assign out15 = r3_3;
  assign done = 1'b0;
endmodule
==> ./run.sh <==
#!/bin/bash
# OpenROAD 26Q1-2900-gdf79404cd8, Yosys 0.63+post, stock flow scripts
make -C /OpenROAD-flow-scripts/flow DESIGN_CONFIG=/design/flow/config.mk WORK_HOME=/design/flow/orfs finish
==> ./config.mk <==
export PLATFORM = sky130hd
export DESIGN_NAME = systolic_array
export DESIGN_NICKNAME = systolic_array
export VERILOG_FILES = /design/flow/design.v
export SDC_FILE = /design/flow/constraint.sdc
export NUM_CORES = 4
export LEC_CHECK = 1
export CORE_UTILIZATION = 50
==> ./constraint.sdc <==
current_design systolic_array

set clk_period 5.8
set clk_io_pct 0.2

create_clock -name clk0 -period $clk_period [get_ports {clk}]

set non_clock_inputs [all_inputs -no_clocks]
set_input_delay [expr $clk_period * $clk_io_pct] -clock clk0 $non_clock_inputs
set_output_delay [expr $clk_period * $clk_io_pct] -clock clk0 [all_outputs]
==> Slide: Implementation Results <==
Run Summary

Outcome
  • Status: finished, final reports clean

Worst setup path
  • Flop2flop setup slack: 1190 ps
  • CP Launch Type: input port
  • Arrival time worst endpoint: 5510 ps
  • Critical path class: input port to flip-flop
  • Crit. End Element: flip-flop
  • Worst Setup SP: inp_north3[5]
  • RR Startpoint: pe12.outp_south[5]$_DFF_PP0_
  • Data required, critical path: 6380 ps
  • Crit path max fanout: 9

Floorplanning
  • Chip Height: 344 µm
  • Row count: 124
  • Core area: 115000 µm²
  • FP Util: 50.8%
  • Top Ports: 323
  • Die X: 344 µm
  • Chip area: 118000 µm²

Clocking
  • PostCTS Resize Cnt: 0
  • Clk latency late pin: 670 ps
  • H-tree depth: 3
  • CTS buffer count: 83
  • Reg clk slew, reported paths: 60 ps
  • Hold Buf Count CTS: 0
  • Root buf cell: clkbuf_16
  • Clk sinks: 704
  • Post CTS Setup Buffer Count: 0
  • Clock buffer depth: 3
  • TritonCTS clock tree: done

Finish
  • Share of layout cells above drive strength 1: 3.60%
  • FF+latch area: 17600 µm²
  • Non-filler cells, final: 7704
  • Combinational Area: 34800 µm²
  • Fillers: 9657
  • Final instance area: 66500 µm²
  • Area Overhead vs Synth: 13.9%

Placement
  • DP HPWL: 95900 µm
  • Placed Cells incl. Taps: 7551
  • GP Congestion: 0.904
  • Post-Place Cell Area: 63600 µm²
  • Place WS: 195 ps
  • Port bufs: 321

STA
  • Worst Hold Margin: 370 ps
  • Slew HR: 55.9%
  • Final setup fails: 0
  • Count of final hold-check violations: 0
  • Final period util: 84.9%
  • RSZ-0062 raised after global routing: false
  • Setup slack after layout: 875 ps
  • Period minus WS final: 4920 ps
  • F_max: 203 MHz
  • Final Skew: 25.4 ps
  • Slew @ Worst Pin: 661 ps
  • Fin. max-slew vios: 0

Drt
  • Metal2 WL: 54900 µm
  • Avg Vias per Cell: 4.82
  • Via count: 37100
  • Starting DRT DRC Count: 1272
  • Wire length per cell: 15.5 µm
  • Max Used Layer: met4
  • Pre-Repair DR Iteration Count: 4
  • Met3 wire length: 9040 µm
  • DRT antenna net count: 0
  • Remaining DRCs: 0
  • Total routed wirelength: 119000 µm
  • Inserted Diodes: 0
  • M1 wire length: 52600 µm

Synthesis
  • Post-synth top area share: 30.2%
  • YS warnings: 2
  • Synthesized area per cell: 10.2 µm²
  • Fraction of registers with async set/reset: 100%
  • Number of synthesized flops with an enable pin: 0
  • Synth top area cells: dfrtp_1 30%, fa_1 27%, ha_1 12%, inv_1 10%, and2_1 5.6%
  • Post-synth cell types: 46
  • Most used DFF post-synth: dfrtp_1
  • Seq share, synth: 30.2%
  • Yosys chip area: 58400 µm²
  • Syn Inst Count: 5729
  • #FFs+latches synth: 704
  • Dominant cell type by area after synthesis: dfrtp_1
  • Cell Area, Synth: 58400 µm²
  • # Cells Yosys: 5729

Global routing
  • Initial antenna violation count: 3
  • Vias in the first global route: 39300
  • Largest net degree at the start of global routing: 106
  • All-Layer GR Usage: 23.2%
  • Global-route wire length before repair: 203000 µm
  • Total grt overflow: 0

Min path
  • Hold path startpoint: pe30.internal[0]$_DFF_PP0_
  • Hold crit path type: flip-flop to flip-flop

Job
  • Max_cap viols: 0
  • OpenROAD warnings: 32
-- layer usage --
metal,vias up,track usage (%)
met5,-,0.160
met4,0,4.44
met3,130,7.44
met1,18200,35.8
li1,18000,-
met2,783,34.8
-- cells in the mapped netlist, types with 2 or more instances --
cell type,count
o31a_1,6
and3_1,25
fa_1,800
a311oi_1,6
a31oi_1,7
or4b_1,8
a2111oi_0,5
nor2b_4,8
nor4_1,15
and2_1,519
nor3b_1,3
a21o_1,20
nand3b_1,8
or2_2,7
o31a_4,8
a21oi_1,155
a211oi_1,27
o21bai_1,17
nand3_1,51
nor4b_1,4
clkbuf_1,37
inv_1,1557
nor3_1,33
a31o_2,17
xor2_1,26
nor2_1,118
xnor2_1,146
nand4_1,10
nand2_1,611
o21a_1,29
o211ai_1,53
o21ai_0,91
nor2b_1,6
o21ai_4,8
mux2_2,7
dfrtp_1,704
o21ai_1,6
nand2b_1,2
nand4b_1,3
ha_1,560
-- metrics by stage --
stage               TNS (ps)  utilization (%)
CTS                        0             57.8
global placement           0             55.3
global route               0             57.8
detailed placement         0             55.3
finish                     0             57.8
floorplan           -3518540                -
-- final cells by class --
type,instances,share of cell area (%)
repair buffers,348,5.23
clock inverters,41,0.811
inverters,1557,8.80
clock buffers,112,3.53
flip-flops and latches,704,26.5
multi-input cells,3430,52.3
well taps,1512,2.85
-- worst max-delay path, stage by stage --
cell and delay (ps):
clkdlybuf4s50_1 700, nand2_1 120, fa_1 500, inv_1 50
fa_1 500, inv_1 50, fa_1 480, fa_1 490
inv_1 40, ha_1 310, o21a_1 210, o31a_4 130
o21ai_4 220, or4b_1 450, o211ai_1 100
-- placed cells by master (no fill, tap or decap), types with 20 or more instances in the layout --
cell type,Yosys,layout
buf_4,1,22
inv_1,1557,1556
clkdlybuf4s50_1,0,321
ha_1,560,560
xor2_1,26,26
o21ai_0,91,91
clkbuf_16,0,83
nand2_1,611,611
o21a_1,29,29
a21o_1,20,20
and2_1,519,519
a21oi_1,155,155
fa_1,800,800
nand3_1,51,51
xnor2_1,146,146
o211ai_1,53,53
nor3_1,33,33
nor2_1,118,118
a211oi_1,27,27
dfrtp_1,704,704
and3_1,25,25
-- cell families after synthesis --
kind of cell    share of synthesized area (%)
xor+xnor                                 2.58
simple gates                             12.3
fa+ha+maj                                39.4
flops                                    30.2
buf+inv                                  10.3
compound gates                           5.14
mux                                     0.135
other cells                           0.00642
-- path summary, 6_finish.rpt --
check,to,depth (start not counted)
hold / removal,pe30.result[0]$_DFF_PP0_,0
max in group asynchronous,pe01.internal[6]$_DFF_PP0_,4
setup / recovery,pe03.internal[13]$_DFF_PP0_,15
hold reg to reg,pe30.result[0]$_DFF_PP0_,0
setup reg to reg,pe22.internal[15]$_DFF_PP0_,14
min in group asynchronous,pe30.internal[2]$_DFF_PP0_,2
